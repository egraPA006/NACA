File: flow/constraint.sdc
current_design REG_FILE

set clk_period 7.2
set clk_io_pct 0.2

create_clock -name clk0 -period $clk_period [get_ports {clk}]

set non_clock_inputs [all_inputs -no_clocks]
set_input_delay [expr $clk_period * $clk_io_pct] -clock clk0 $non_clock_inputs
set_output_delay [expr $clk_period * $clk_io_pct] -clock clk0 [all_outputs]
File: flow/design.v
module REG_FILE (
input link_jump,
input [4:0] reg1,  
input [4:0] reg2,
input [4:0] reg3,
output reg [31:0] data_reg2,
output reg [31:0] data_reg3,
input clk,
output reg [31:0] comp,
input [31:0] write_back,
input [31:0] mpc,
output reg [31:0] syscode,
input [31:0] keyboard,
output reg [31:0] datao_smem,
input [31:0] datai_smem,
output reg [31:0] addr_smem,
output reg [31:0] datao_gmem,
output reg [31:0] addr_gmem
);
reg [31:0] regs [31:0];
always @(posedge clk)
begin
	regs[0] <= 0;
    regs[reg1] <= write_back;
    data_reg2 <= regs[reg2];
    data_reg3 <= regs[reg3];
    if (link_jump) regs[14] <= mpc;
    datao_gmem <= regs[11];
    datao_smem <= regs[9];
    addr_gmem <= regs[10];
    addr_smem <= regs[8];
    syscode <= regs[12];
    comp <= regs[13];
    if (keyboard != 0) regs[15] <= keyboard;
    regs[7] <= datai_smem;
end
endmodule
File: flow/run.sh
#!/bin/bash
# OpenROAD 26Q1-2900-gdf79404cd8, Yosys 0.63+post, stock flow scripts
make -C /OpenROAD-flow-scripts/flow DESIGN_CONFIG=/design/flow/config.mk WORK_HOME=/design/flow/orfs finish
File: flow/config.mk
export PLATFORM = sky130hd
export DESIGN_NAME = REG_FILE
export DESIGN_NICKNAME = REG_FILE
export VERILOG_FILES = /design/flow/design.v
export SDC_FILE = /design/flow/constraint.sdc
export NUM_CORES = 4
export LEC_CHECK = 1
export CORE_UTILIZATION = 40
==> GITHUB_STEP_SUMMARY <==
## Synthesis and layout report

| Metric | Value |
|---|---|
| CTS tree | `done` |
| Sum Neg Setup Slack | `0 ns` |
| Antenna violations before repair | `11` |
| Fmax | `230 MHz` |
| Ys cells | `3760` |
| CP max FO | `just over 40` |
| Combinational share of power | `about 8.5%` |
| Area grow syn2layout | `19.9%` |
| Top sig layer | `met5` |
| Yosys stat area | `roughly 54000 µm²` |
| Core box area | `approximately 130000 µm²` |
| DRC | `0` |
| XOR-XNOR Cells, Area Fraction | `0%` |
| Crit path DAT | `approximately 4.9 ns` |
| Top cells by count | `mux2i_1, edfxtp_1, dfxtp_1` |
| Fin. max-slew vios | `0` |
| Top cell area share | `between 50% and 60%` |
| Flip-flops with a built-in enable | `~960` |
| Vias in the first global route | `35628` |
| Port buffer count | `approximately 400` |
| VDD IR-drop max | `between 200 and 250 µV` |
| Antenna-violating nets left | `0` |
| LEAKAGE | `approximately 25 nW` |
| Crit path kind | `in2reg` |
| Final Non-Filler Cells | `about 6100` |
| Crit. Startpoint | `reg2[2]` |
| Sw frac | `a little under a quarter` |
| HP Class | `reg2reg` |
| First-pass GRT wire length | `around 260 mm` |
| Startpoint Class | `primary input` |
| DRT Pass-1 Iters | `5` |
| RSZ-0062 raised after global routing | `false` |
| Clock net sink count | `roughly 1300` |
| P per Cell Area | `about 260 nW/µm²` |
| Min-delay src | `regs[9][7]` |
| Worst path required time | `7.77 ns` |
| Clock power frac | `a little over two fifths` |
| Max_cap viols | `0` |
| Tool Warnings | `26` |
| Largest reg by FF count | `regs` |
| Clock transition at path regs | `0.06 ns` |
| Met1 wire length | `69.1 mm` |
| H-tree levels | `4` |
| Worst setup EP type | `flop` |
| Top non-seq family | `multiplexers` |
| Root Buffer | `clkbuf_16` |
| Slew headroom | `31.6%` |
| Syn Inst Count | `around 3800` |
| All-Layer GR Usage | `between 20% and 30%` |
| Clock Latency Late Sink | `0.78 ns` |
| Hpwl dp | `112 mm` |
| Register share of total power | `slightly below 50%` |
| Synth top cell by count | `mux2i_1` |
| WL met3 | `around 29 mm` |
| Synth unique cells | `31` |
| Max FFs per register | `1024` |
| FP Core Util | `approximately two fifths` |
| Setup Skew | `approximately 0.020 ns` |
| FP Rows | `134` |
| Layout cells sized above 1 | `around 10%` |
| Final hold vios | `0` |
| Post-Syn Area | `54200 µm²` |
| Number of setup buffers added after CTS | `0` |
| Slew @ Worst Pin | `1.02 ns` |
| Die W | `~370 µm` |
| Routed wl met2 | `slightly below 80 mm` |
| Die area | `roughly 140000 µm²` |
| Wirelength per Cell | `between 20 and 30 µm` |
| Vias | `~35000` |
| Drt initial violations | `2492` |
| Aoi share | `7.71%` |
| Vias/cell | `roughly 5.8` |
| GRT overflow | `0` |
| FF-to-FF Start | `regs[2][12]` |
| Placed cells | `about 5800` |
| Mux share | `around 20%` |
| Largest net degree at the start of global routing | `between 90 and 100` |
| Post-CTS Resized | `0` |
| Synth top area cells | `edfxtp_1, mux2i_1, dfxtp_1` |
| Avg Cell Area, Syn | `approximately 14 µm²` |
| P_int | `between 10 and 15 mW` |
| Max clock buf depth | `3` |
| Sequential area share after synthesis | `65.0%` |
| Crit share post-route | `just over 60%` |
| Post-Route WL | `approximately 180 mm` |
| Status | `complete, no violations` |
| Fa+ha+maj area frac | `0%` |
| Final min period | `around 4.3 ns` |
| I/O pin cnt | `401` |
| Final setup fails | `0` |
| Hold Buf Count CTS | `0` |
| Flops after synth | `around 1300` |
| Async S/R FF share, synth | `0%` |
| Ys flop type | `edfxtp_1` |
| GP Congestion | `around 0.93` |
| Simple share | `roughly 4.7%` |
| Switch Pwr | `just under 4 mW` |
| Synth warnings | `1` |
| Area leader, netlist | `edfxtp_1` |
| Die height | `roughly 370 µm` |
| CTS Buf Count | `around 140` |
## layout make-up
type                    count  area, µm²
fillers                 11226      69000
multi-input cells        2215      17600
flip-flops and latches   1280      35200
clock inverters            52        581
clock buffers             211       4220
repair buffers            529       5090
diodes                      1       2.50
well taps                1768       2210
## placed cells by master, fill, tap and decap left out, types with 3 or more instances in the layout
cell                n
mux2i_1          1024
edfxtp_1          960
clkdlybuf4s50_1   397
dfxtp_1           320
nand2_1           196
nand3_1           193
a22oi_1           192
a21oi_1           192
clkbuf_16         153
a22o_1            128
buf_4             120
nor3_1             64
a31oi_1            64
clkbuf_1           41
a21o_1             32
mux2_2             32
and2_1             32
nor2_4             31
clkinv_2           20
clkbuf_8           17
bufinv_16          11
clkinv_1            9
buf_12              9
nor4_1              8
nor2b_4             4
nand2b_1            4
inv_6               4
or2_2               3
nand3b_1            3
clkinvlp_4          3
clkinv_4            3
## path summary, 6_finish.rpt
kind	end	cells after the start	slack, ns
worst max-delay path	data_reg2[12]	8	2.86
worst min-delay path	datao_smem[7]	0	0.39
worst max register to register	data_reg2[12]	5	5.16
worst min register to register	datao_smem[7]	0	0.39
## metal layers
layer  vias up  track usage, %
met5         -            1.40
met4        28            5.80
met3       286            19.3
met2      1998            39.1
met1     17173            38.0
li1      15395               -
## logic make-up after synthesis
| kind of cell | count (synthesis) |
|---|---|
| muxes | 1056 |
| buffers and inverters | 265 |
| DFF | 1280 |
| and+or+nand+nor | 549 |
| AOI/OAI and AO/OA | 610 |
## power groups by stage
| stage | Clock, mW | Sequential (mW) | Combinational, mW |
|---|---|---|---|
| after CTS | 7.53 | 8.30 | 1.45 |
| after global routing | 7.81 | 8.32 | 1.55 |
| final | 7.41 | 8.30 | 1.46 |
## metrics by stage
step | instance area (µm²) | hold WS (ns) | util [%] | setup WS (ns) | power (mW)
2_1_floorplan | 54200 | 0.369 | - | 2.78 | 9.13
3_3_place_gp | 60200 | 0.372 | 44.9 | 2.26 | 9.90
3_5_place_dp | 60200 | 0.379 | 44.9 | 2.26 | 9.90
4_1_cts | 65000 | 0.391 | 48.5 | 3.09 | 17.3
5_1_grt | 65000 | 0.402 | 48.5 | 2.79 | 17.7
6_report | 65000 | 0.390 | 48.5 | 2.86 | 17.2
## critical path: stages
cell and delay [ns]:
clkdlybuf4s50_1 0.61, nor2b_4 0.22, buf_4 0.53, buf_4 0.67
a22o_1 0.27, nor3_1 0.06, a31oi_1 0.76, nand3_1 0.28
Power and IR drop assume default switching activity.
