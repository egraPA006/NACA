==> design/flow/design.v <==
module CU (
    input [5:0] opcode,
    input clk,
    output reg immediate,
    output reg [3:0] ALU_op,
    output reg ecall,
    output reg link_jump
);
always @(posedge clk)
begin
    case (opcode)
        6'b000000: begin
            immediate <= 1'b0;
            ecall <= 1'b0;
            link_jump <= 1'b0;
        end
        6'b000001: begin
            immediate <= 1'b1;
            ecall <= 1'b0;
            link_jump <= 1'b0;
            ALU_op <= 4'b0000;
        end
        6'b000010: begin
            immediate <= 1'b0;
            ecall <= 1'b0;
            link_jump <= 1'b0;
            ALU_op <= 4'b0000;
        end
        6'b000011: begin
            immediate <= 1'b0;
            ecall <= 1'b0;
            link_jump <= 1'b0;
            ALU_op <= 4'b0001;;
        end
        6'b000100: begin
            immediate <= 1'b0;
            ecall <= 1'b0;
            link_jump <= 1'b0;
            ALU_op <= 4'b0010;;
        end
        6'b000101: begin
            immediate <= 1'b0;
            ecall <= 1'b0;
            link_jump <= 1'b0;
            ALU_op <= 4'b0011;
        end
        6'b000110: begin
            immediate <= 1'b0;
            ecall <= 1'b0;
            link_jump <= 1'b0;
            ALU_op <= 4'b0100;
        end
        6'b000111: begin
            immediate <= 1'b0;
            ecall <= 1'b0;
            link_jump <= 1'b0;
            ALU_op <= 4'b0101;
        end
        6'b001000: begin
            immediate <= 1'b0;
            ecall <= 1'b0;
            link_jump <= 1'b0;
            ALU_op <= 4'b0110;
        end
        6'b001001: begin
            immediate <= 1'b0;
            ecall <= 1'b0;
            link_jump <= 1'b0;
            ALU_op <= 4'b0111;
        end
        6'b001010: begin
            immediate <= 1'b0;
            ecall <= 1'b0;
            link_jump <= 1'b0;
            ALU_op <= 4'b1000;
        end
        6'b001011: begin
            immediate <= 1'b0;
            ecall <= 1'b0;
            link_jump <= 1'b0;
            ALU_op <= 4'b1000;
        end
        6'b001100: begin
            immediate <= 1'b0;
            ecall <= 1'b0;
            link_jump <= 1'b0;
            ALU_op <= 4'b1000;
        end
        6'b001101: begin
            immediate <= 1'b0;
            ecall <= 1'b0;
            link_jump <= 1'b0;
            ALU_op <= 4'b1000;
        end
        6'b001110: begin
            immediate <= 1'b0;
            ecall <= 1'b0;
            link_jump <= 1'b0;
            ALU_op <= 4'b1000;
        end
        6'b001111: begin
            immediate <= 1'b0;
            ecall <= 1'b0;
            link_jump <= 1'b1;
            ALU_op <= 4'b1000;
        end
        6'b010000: begin
            immediate <= 1'b0;
            ecall <= 1'b0;
            link_jump <= 1'b1;
            ALU_op <= 4'b1000;
        end
        6'b010001: begin
            immediate <= 1'b0;
            ecall <= 1'b0;
            link_jump <= 1'b1;
            ALU_op <= 4'b1000;
        end
        6'b010010: begin
            immediate <= 1'b0;
            ecall <= 1'b0;
            link_jump <= 1'b1;
            ALU_op <= 4'b1000;
        end
        6'b010011: begin
            immediate <= 1'b0;
            ecall <= 1'b0;
            link_jump <= 1'b1;
            ALU_op <= 4'b1000;
        end
        6'b010100: begin
            immediate <= 1'b0;
            ecall <= 1'b0;
            link_jump <= 1'b0;
            ALU_op <= 4'b1001;
        end
        6'b010101: begin
            immediate <= 1'b0;
            ecall <= 1'b0;
            link_jump <= 1'b0;
            ALU_op <= 4'b1010;
        end
        6'b010110: begin
            immediate <= 1'b0;
            ecall <= 1'b0;
            link_jump <= 1'b0;
            ALU_op <= 4'b1011;
        end
        6'b010111: begin
            immediate <= 1'b0;
            ecall <= 1'b1;
            link_jump <= 1'b0;
			end
    endcase
end
endmodule
==> design/flow/run.sh <==
#!/bin/bash
# OpenROAD 26Q1-2900-gdf79404cd8, Yosys 0.63+post, stock flow scripts
make -C /OpenROAD-flow-scripts/flow DESIGN_CONFIG=/design/flow/config.mk WORK_HOME=/design/flow/orfs finish
==> design/flow/config.mk <==
export PLATFORM = sky130hd
export DESIGN_NAME = CU
export DESIGN_NICKNAME = CU
export VERILOG_FILES = /design/flow/design.v
export SDC_FILE = /design/flow/constraint.sdc
export NUM_CORES = 4
export LEC_CHECK = 1
export CORE_AREA = 10 10 71 71
export DIE_AREA = 0 0 81 81
==> design/flow/constraint.sdc <==
current_design CU

set clk_period 2.3
set clk_io_pct 0.2

create_clock -name clk0 -period $clk_period [get_ports {clk}]

set non_clock_inputs [all_inputs -no_clocks]
set_input_delay [expr $clk_period * $clk_io_pct] -clock clk0 $non_clock_inputs
set_output_delay [expr $clk_period * $clk_io_pct] -clock clk0 [all_outputs]
==> impl_metrics.ini <==
; implementation run metrics
[global_routing]
overflow = 0
grt_usage_pct = 3.11
antenna_found_initial = 0
grt_max_degree = 13
grt_pass1_vias = 367
grt_pass1_wl_mm = 1.67

[final_layout]
drive_gt1_share_pct = 13.1
logic_area_sq_um = 209
final_area_sq_um = 673
fillers = 415
register_area_sq_um = 210
syn2layout_area_growth_pct = 46.2
final_util_pct = 18.5

[clocking]
cts_buffer_depth = 2
cts_buffers = 3
hold_buffers = 0
cts_tree = yes
path_clk_slew_ns = 0.04
cts-root-buf = clkbuf_8
cts_repair_resize_count = 0
post-cts-setup-buffers = 0
cts_num_sinks = 7
cts_htree_levels = 1

[logic_synthesis]
async_reset_ff_share_pct = 0
yosysCellCount = 47
yosysChipArea_sq_um = 460
edf_count = 7
ys.flops = 7
ys_seq_share_pct = 45.7
syn-mean-instance-area_sq_um = 9.80
synth_cells = 47
ff_type = edfxtp_1
syn-cell-area_sq_um = 460
synth_warnings = 1
synth.distinct_cells = 22

[power_and_ir_drop]
p_leak_nw = 0.225
intPower_uw = 316
switching_power_uw = 81.2
swShare_pct = 20.4
pwr_density_cell_nw_per_um2 = 590
p_seq_share_pct = 40.0
ir_drop_v = 0.000113
power.clock.fraction_pct = 41.7
power_uw = 397
p_comb_share_pct = 18.3

[drt]
insertedDiodeCount = 0
drc_errors = 0
firstDrtPassIters = 4
wl_mm = 1.05
wl_met3_microns = 107
drt.antenna.violating_nets = 0
wl_met1_microns = 550
routed-wl-met2_microns = 351
wl_per_cell_microns = 9.61
routed.top_layer = met4
avgViaCountPerCell = 3.58
vias = 390
drt_iter0_markers = 13

[timing]
slew_headroom_pct = 75.2
timing_hold_violations_final = 0
min_period_ns = 1.83
setup_viol = 0
hold_ws_ns = 1.07
drv_slew = 0
finalSetupTns_ns = 0
fin_crit_sh_pct = 79.7
rsz0062_at_grt = false
fmax_mhz = 546
worstMarginPinSlew_ns = 0.372

[floorplan]
fp.dieH_microns = 81
dieArea_sq_um = 6560
num_rows = 22
design.core.area_sq_um = 3630
ioPinCount = 14
die_w_microns = 81
initial_core_util_pct = 12.7

[flow_run]
maxCapViolations = 0
warnings = 25

[critical_path]
crit_required_ns = 2.18
crit_path_end_kind = flip-flop
cp_data_arrival_time_ns = 1.71
path_max_fanout = 12
critPathKind = in2reg
critPathLaunchType = input port

[worst_hold_path]
hp-class = in2reg

[placed_design]
place.gp.congestion = 0.681
place_area_sq_um = 628
place.port_buffers = 13
dpl.hpwl_microns = 854

[run_status]
outcome = finished clean
[final timing paths]
kind,endpoint,slack [ns],cells past startpoint,from
min,ALU_op[0],1.07,2,opcode[5]
max,ALU_op[1],0.47,4,opcode[3]
[registers in the layout, summed over array words and instances, names as in the netlist]
name	flops
ALU_op	4
immediate	1
ecall	1
link_jump	1
[critical path: stages]
cell and delay, ns:
clkdlybuf4s50_1 0.58, nor2_1 0.24, a21oi_1 0.11, a21oi_1 0.32
[logic make-up (layout without fill, tap and decap cells)]
group                  Yosys count  in the layout  share of synthesized area, %
AND/OR/NAND/NOR                 20             20                          24.5
AND-OR/OR-AND                   13             13                          19.0
flip-flops                       7              7                          45.7
buffers and inverters            6             20                          8.97
XOR/XNOR                         1              1                          1.90
[synthesized netlist by cell type, types with 2 or more instances]
library cell | instances | area [sq um]
nor3_1 | 2 | 10.0
nand3_1 | 3 | 15.0
nor2_1 | 4 | 15.0
nand4_1 | 2 | 12.5
a21oi_1 | 8 | 40.0
buf_2 | 3 | 15.0
nand2_1 | 3 | 11.3
buf_6 | 2 | 22.5
edfxtp_1 | 7 | 210
[power groups by stage]
| stage | clock network (mW) | logic, mW | registers, mW |
|---|---|---|---|
| CTS | 0.172 | 0.0737 | 0.159 |
| finish | 0.166 | 0.0729 | 0.159 |
| global route | 0.182 | 0.0815 | 0.160 |
[layer usage]
metal,vias up,track usage (%)
met2,14,3.18
met5,-,0
met1,174,4.88
li1,200,-
met4,0,1.56
met3,2,1.56
[cell usage in the layout, fill, tap and decap left out]
| master | instances |
|---|---|
| o211ai_2 | 1 |
| nor3_2 | 1 |
| nand2b_1 | 1 |
| o21ai_0 | 1 |
| nor3b_1 | 1 |
| xor2_1 | 1 |
| nor3_1 | 2 |
| clkbuf_1 | 1 |
| nand4_1 | 2 |
| clkdlybuf4s50_1 | 13 |
| nand3_1 | 3 |
| or3b_1 | 1 |
| o32ai_2 | 1 |
| o21bai_1 | 1 |
| edfxtp_1 | 7 |
| inv_1 | 1 |
| a21oi_1 | 8 |
| clkbuf_8 | 3 |
| buf_4 | 2 |
| nand2_1 | 3 |
| nor2_1 | 4 |
| a31oi_1 | 1 |
| and3b_1 | 1 |
| and2b_1 | 1 |
[per-stage QoR]
stage	instances	worst slack (ns)
CTS	109	0.477
global route	109	0.364
floorplan	47	0.821
global placement	105	0.306
finish	109	0.468
detailed placement	105	0.247
[layout make-up]
cell class	instances	area share (%)
Inverter	1	0.558
Sequential cell	7	31.2
Clock buffer	4	6.69
Multi-Input combinational cell	34	31.0
Tap cell	48	8.92
Timing Repair Buffer	15	21.6
